**flow/constraint.sdc**
```tcl
current_design DisplayInterface

set clk_period 5.0
set clk_io_pct 0.2

create_clock -name clk0 -period $clk_period [get_ports {clock}]

set non_clock_inputs [all_inputs -no_clocks]
set_input_delay [expr $clk_period * $clk_io_pct] -clock clk0 $non_clock_inputs
set_output_delay [expr $clk_period * $clk_io_pct] -clock clk0 [all_outputs]
```
**flow/config.mk**
```make
export PLATFORM = sky130hd
export DESIGN_NAME = DisplayInterface
export DESIGN_NICKNAME = DisplayInterface
export VERILOG_FILES = /design/flow/design.v
export SDC_FILE = /design/flow/constraint.sdc
export NUM_CORES = 4
export LEC_CHECK = 1
export CORE_AREA = 10 10 89 89
export DIE_AREA = 0 0 99 99
```
**flow/design.v**
```verilog
module DisplayInterface(
    input clock,             
    input reset,             
    input [15:0] value,      
    output [7:0] digit,      
    output [7:0] segment     
    );
    reg enable;                              
    reg [3:0] CurrentDigit, NextDigit;
    localparam [3:0]    DISP1 = 4'b1110,     
                        DISP2 = 4'b1101,     
                        DISP3 = 4'b1011,     
                        DISP4 = 4'b0111,     
                        OFF = 4'b1111;
    always@(posedge clock, posedge reset)           
        if(reset) CurrentDigit <= DISP1;            
        else if (enable) CurrentDigit <= NextDigit;  
        else CurrentDigit <= CurrentDigit;
    reg [10:0] count, nextCount;
    localparam [10:0] MAX_COUNT = 11'b11111111111;   
    always @ (count)
        begin
            nextCount = count + 1'b1;
            if (nextCount == MAX_COUNT) enable = 1'b1;
            else enable = 1'b0;
        end
    always @ (posedge clock) 
        count <= nextCount;
    always@(CurrentDigit)
        case(CurrentDigit[3:0])
            DISP1: NextDigit = DISP2;
            DISP2: NextDigit = DISP3;
            DISP3: NextDigit = DISP4;
            DISP4: NextDigit = DISP1;
            default NextDigit = DISP1;
        endcase
    assign digit = {OFF, CurrentDigit};  
    reg [3:0] number;                    
    wire [6:0] sevenSeg;                 
    assign segment = {sevenSeg, 1'b1};   
    hex2seg h2s(.number(number), .pattern(sevenSeg));
    reg [3:0] digit1, digit2, digit3, digit4;
    always@(CurrentDigit, value)
    begin
        {digit4, digit3, digit2, digit1} = value;
        case(CurrentDigit[3:0])
            DISP1: number = digit1;
            DISP2: number = digit2;
            DISP3: number = digit3;
            DISP4: number = digit4;
            default: number = 1'h0;
        endcase
    end
endmodule
module hex2seg (
   input [3:0] number,            
   output reg [6:0] pattern );    
   always @ (number)
      case(number)
         4'h0:  pattern = 7'b0000001;   
         4'h1:  pattern = 7'b1001111;   
         4'h2:  pattern = 7'b0010010;
         4'h3:  pattern = 7'b0000110;
         4'h4:  pattern = 7'b1001100;
         4'h5:  pattern = 7'b0100100;
         4'h6:  pattern = 7'b0100000;
         4'h7:  pattern = 7'b0001111;
         4'h8:  pattern = 7'b0000000;
         4'h9:  pattern = 7'b0000100;
         4'hA:  pattern = 7'b0001000;
         4'hB:  pattern = 7'b1100000;
         4'hC:  pattern = 7'b0110001;
         4'hD:  pattern = 7'b1000010;
         4'hE:  pattern = 7'b0110000;
         4'hF:  pattern = 7'b0111000;   
      endcase   
endmodule 
```
**flow/run.sh**
```bash
#!/bin/bash
# OpenROAD 26Q1-2900-gdf79404cd8, Yosys 0.63+post, stock flow scripts
make -C /OpenROAD-flow-scripts/flow DESIGN_CONFIG=/design/flow/config.mk WORK_HOME=/design/flow/orfs finish
```
==> flow_summary_export.csv <==
group,metric,value,unit
timing,clock.fmax,226,MHz
timing,clock-skew-final,0.00619,ns
global_route,use_met2,7.82,%
placed_design,gp_congestion,0.772,
power_and_ir_drop,leakage,0.000650,uW
power_and_ir_drop,switchingPower,44.5,uW
power_and_ir_drop,pwr-share-comb,6.2,%
floorplan,io_pins,34,
cts,post-cts-setup-buffers,0,
cells_and_area,drive_gt1_share,11.4,%
timing,period_needed,4.42,ns
setup_path,startpoint_type,"primary input",
setup_path,worstSetupPathType,"in2out",
global_route,grt_pass1_wl,4800,um
drt,ant_nets,0,
synthesis,synth_area,0.00127,mm2
drt,avgRoutedWirePerCell,11.8,um
setup_path,reg2reg_from,"count[1]",
synthesis,synthTopCellsByArea,"dfxtp_1 17%, ha_1 7.9%, mux2i_1 6.3%",
floorplan,fp.dieH,99,um
cells_and_area,mi_logic_area,848,um2
setup_path,path_max_fanout,5,
power_and_ir_drop,p_per_area,141,mW/mm2
synthesis,synth_top_cell_by_area,"dfxtp_1",
timing,finalHoldViolCount,0,
cts,cts_tree,"yes",
timing,setup_viol,0,
synthesis,synthTopCellsByCount,"12 x nand2_1, 11 x dfxtp_1, 8 x ha_1, 8 x inv_1, 8 x mux2i_1",
cts,htreeDepth,1,
synthesis,syn_area_per_cell,9.01,um2
drt,vias,1035,
synthesis,top_area_share,17.3,%
floorplan,core-area,0.00599,mm2
synthesis,synth_seq_share,25.5,%
cells_and_area,area_growth,29.0,%
hold_path,min_to,"count[9]",
drt,drtIter0Drc,29,
global_route,use_met1,8.38,%
synthesis,synthCells,141,
power_and_ir_drop,p_int,187,uW
hold_path,min-delay-start,"count[9]",
power_and_ir_drop,ir_worst_vdd,0.154,mV
setup_path,reg2reg_to,"CurrentDigit[0]",
timing,setup_tns,0,ns
run_status,status,"finished, final reports clean",
global_route,grt_busiest_layer,"met1",
floorplan,die_w,99,um
drt,viasPerCell,4.28,
timing,fin_crit_sh,88.4,%
setup_path,rrSetupSlack,2.54,ns
setup_path,cp_data_required_time,4.00,ns
drt,diodes,0,
cells_and_area,fillers,621,
synthesis,ys_async_sr_fraction,26.7,%
cts,hold_buffers,0,
timing,slew_violations,0,
hold_path,hold_path_depth,1,
power_and_ir_drop,pwr-share-seq,51.9,%
power_and_ir_drop,switching_share,19.2,%
drt,drt_wl_total,2850,um
setup_path,r2r_cells,6,
synthesis,yosys_area,0.00127,mm2
placed_design,io_buffers,28,
floorplan,rows,28,
cts,clock-root-buffer,"clkbuf_8",
cts,path_clk_slew,0.06,ns
synthesis,ys_cells,141,
floorplan,chipArea,0.00980,mm2
cts,cts_buffers,3,
global_route,gr-usage-all-layers,5.60,%
synthesis,ys.warnings.count,2,
global_route,use_met3,1.90,%
hold_path,hold_path_class,"reg2reg",
global_route,grt_pass1_vias,993,
cells_and_area,flop_area,324,um2
cts,clock_tree.buffer_depth,2,
flow_run,maxCapViolCount,0,
flow_run,warnings,31,
synthesis,synth-main-ff-cell,"dfxtp_1",
cells_and_area,stdcell_count,242,
synthesis,ys_ff,15,
global_route,grt-ovfl-total,0,
floorplan,fp_util,21.2,%
drt,firstDrtPassIters,4,
cts,cts_sinks,15,
timing,grt_setup_unrepaired,"false",
global_route,grt_max_degree,14,
synthesis,synth_cell_types,52,
setup_path,crit_path_end_kind,"primary output",
synthesis,edf_count,0,
synthesis,synth.most_common_cell,"nand2_1",
placed_design,numPlacedInstances,238,
cts,clock_latency,0.25,ns
setup_path,critPathArrivalTime,3.42,ns
power_and_ir_drop,power_frac_clock,41.8,%
drt,drcViolationCount,0,
global_route,antenna_found_initial,0,
placed_design,dpl.hpwl,2220,um
cts,cts_resized,0,
[worst max path at each step]
stage / start / end / slack (ns) / cells after the start
CTS: value[9] / segment[7] / 0.57 / 9
global route: value[9] / segment[7] / 0.40 / 9
finish: value[9] / segment[7] / 0.58 / 9
[cell usage in the layout, fill, tap and decap left out, types with 2 or more instances in the layout]
| cell | n |
|---|---|
| clkdlybuf4s50_1 | 28 |
| nand2_1 | 12 |
| dfxtp_1 | 11 |
| inv_1 | 8 |
| mux2i_1 | 8 |
| ha_1 | 8 |
| xnor2_1 | 5 |
| nor2_1 | 5 |
| nand3_1 | 5 |
| conb_1 | 5 |
| a21oi_1 | 4 |
| nor2b_1 | 4 |
| xor2_1 | 4 |
| dfstp_2 | 3 |
| o211ai_1 | 3 |
| nand4b_1 | 3 |
| o22ai_1 | 3 |
| mux2_1 | 3 |
| a22oi_1 | 3 |
| clkbuf_8 | 3 |
| and2_1 | 2 |
| o21ai_0 | 2 |
| nand3b_1 | 2 |
| o31ai_1 | 2 |
| or2_2 | 2 |
| a22o_1 | 2 |
| buf_4 | 2 |
[area by class of cell]
type                            count  area share, %
Inverter                            8           1.83
Sequential cell                    15           19.8
Clock inverter                      1          0.306
Tap cell                           75           5.73
Multi-Input combinational cell    110           51.8
Timing Repair Buffer               30           18.0
Clock buffer                        3           2.52
[per-stage QoR]
stage	instance area [um2]	hold WS [ns]	utilization [%]	setup slack, ns	total power [uW]
finish	1640	0.500	27.3	0.578	231
global route	1640	0.525	27.3	0.404	242
CTS	1640	0.509	27.3	0.575	235
detailed placement	1590	0.499	26.6	0.590	137
global placement	1590	0.492	26.6	0.647	137
floorplan	1280	0.465	-	1.46	126
[state kept, by name (all words and copies together), names as in the netlist]
name          flops
CurrentDigit      4
count            11
[cell families (layout without fill, tap and decap cells)]
logic type,Yosys count,after routing,share of synthesized area (%)
multiplexers,11,11,8.97
XOR/XNOR,9,9,6.21
AND/OR/NAND/NOR,46,46,21.3
adder cells (fa/ha/maj),8,8,7.88
buffers and inverters,20,42,8.87
AND-OR/OR-AND,31,31,21.0
flip-flops,15,15,25.5
other,1,5,0.295
[power by group through the flow]
| stage | clock (uW) | combinational, uW | sequential (uW) |
|---|---|---|---|
| 4_1_cts | 100 | 14.6 | 120 |
| 5_1_grt | 107 | 15.3 | 120 |
| 6_report | 96.8 | 14.4 | 120 |
[metal layers]
metal  share of wire (%)  up-vias
met3                 7.3        2
met1                  53      459
met5                   0        -
li1                    -      548
met2                  39       26
met4                0.81        0
[worst max-delay path, stage by stage]
cell             delay, ns
clkdlybuf4s50_1       0.40
a22oi_1               0.17
nor2_1                0.06
a21oi_1               0.36
inv_1                 0.17
ha_1                  0.26
or3b_2                0.47
o221a_2               0.13
clkdlybuf4s50_1       0.40
No activity file was given, so power comes from the tool's default toggle rates.
